[design.v]
module timer_clock(
    input wire clk,                     
    input wire rst,                     
    input wire pause_resume,            
    input wire set_time_mode,           
    input wire [3:0] set_buttons,       
    input wire power_switch,            
    output reg [6:0] disp_seg_o,        
    output reg [3:0] disp_an_o,         
    output reg led_state                
);
    reg button_1_last = 1'b0;           
    reg button_2_last = 1'b0;           
    reg button_3_last = 1'b0;           
    reg button_1_current = 1'b0;        
    reg button_2_current = 1'b0;        
    reg button_3_current = 1'b0;        
    reg [5:0] seconds = 6'd0;           
    reg [5:0] minutes = 6'd0;           
    reg paused = 1'b0;                  
    reg setting_mode = 1'b0;            
    reg power_on = 1'b0;                
    reg [31:0] clk_count = 32'd0;       
    reg enable_count = 1'b0;            
    reg [1:0] digit_pos = 2'd0;         
    reg [15:0] digit_clk_count = 16'd0;  
    reg digit_clk_enable = 1'b0;        
    always @(posedge clk or negedge rst) begin
        if (!rst) begin
            clk_count <= 32'd0;
            enable_count <= 1'b0;
        end 
        else if (power_on && !paused && !setting_mode) begin
            if (clk_count == 32'd50_000_000 - 1) begin
                clk_count <= 32'd0;
                enable_count <= 1'b1;    
            end 
            else begin
                clk_count <= clk_count + 32'd1;
                enable_count <= 1'b0;
            end
        end 
        else begin
            clk_count <= clk_count;
            enable_count <= 1'b0;
        end
    end
    always @(posedge clk or negedge rst) begin
        if (!rst) begin
            seconds <= 6'd0;
            minutes <= 6'd0;
        end 
        else if (!set_buttons[1]) begin
            seconds <= seconds;
            minutes <= minutes;
        end 
        else if (setting_mode) begin
            if (button_2_current && !button_2_last) begin
                minutes <= (minutes < 6'd59) ? minutes + 6'd1 : 6'd0;
            end
            if (button_3_current && !button_3_last) begin
                seconds <= (seconds < 6'd59) ? seconds + 6'd1 : 6'd0;
            end
        end 
        else if (enable_count && !paused) begin
            if (seconds == 6'd59) begin
                seconds <= 6'd0;         
                if (minutes == 6'd59) begin
                    minutes <= 6'd0;     
                end 
                else begin
                    minutes <= minutes + 6'd1;   
                end
            end 
            else begin
                seconds <= seconds + 6'd1;       
            end
        end
    end
    always @(posedge clk or negedge rst) begin
        if (!rst) begin
            button_1_last <= 1'b0;
            button_2_last <= 1'b0;
            button_3_last <= 1'b0;
            button_1_current <= 1'b0;
            button_2_current <= 1'b0;
            button_3_current <= 1'b0;
        end 
        else begin
            button_1_last <= button_1_current;
            button_2_last <= button_2_current;
            button_3_last <= button_3_current;
            button_1_current <= set_buttons[1];   
            button_2_current <= set_buttons[2];   
            button_3_current <= set_buttons[3];   
        end
    end
    always @(posedge button_1_current or negedge rst) begin
        if (!rst) begin
            power_on <= 1'b0;            
        end 
        else begin
            power_on <= ~power_on;       
        end
    end
    always @(posedge set_buttons[0] or negedge rst) begin
        if (!rst) begin
            paused <= 1'b0;              
        end 
        else begin
            paused <= ~paused;           
        end
    end
    always @(posedge set_time_mode or negedge rst) begin
        if (!rst) begin
            setting_mode <= 1'b0;        
        end 
        else begin
            setting_mode <= ~setting_mode;   
        end
    end
    always @(posedge clk or negedge rst) begin
        if (!rst) begin
            led_state <= 1'b0;           
        end 
        else if (!power_on) begin
            led_state <= 1'b0;           
        end 
        else if (!paused && !setting_mode) begin
            led_state <= 1'b1;           
        end 
        else begin
            led_state <= 1'b0;           
        end
    end
    always @(posedge clk or negedge rst) begin
        if (!rst) begin
            digit_clk_count <= 16'd0;
            digit_clk_enable <= 1'b0;
        end 
        else if (digit_clk_count == 16'd5000 - 1) begin
            digit_clk_count <= 16'd0;
            digit_clk_enable <= 1'b1;    
        end 
        else begin
            digit_clk_count <= digit_clk_count + 16'd1;
            digit_clk_enable <= 1'b0;
        end
    end
    always @(posedge clk or negedge rst) begin
        if (!rst) begin
            digit_pos <= 2'd0;
            disp_an_o <= 4'b1110;        
        end 
        else if (digit_clk_enable) begin
            digit_pos <= digit_pos + 2'd1;   
            disp_an_o <= {disp_an_o[2:0], disp_an_o[3]};
        end
    end
    always @(*) begin
        if (!power_on) begin
            disp_seg_o = 7'b1111111;
        end 
        else if (setting_mode) begin
            case(digit_pos)
                2'b00: disp_seg_o = get_segment(minutes / 6'd10);   
                2'b01: disp_seg_o = get_segment(minutes % 6'd10);   
                2'b10: disp_seg_o = get_segment(seconds / 6'd10);   
                2'b11: disp_seg_o = get_segment(seconds % 6'd10);   
                default: disp_seg_o = 7'b1111111;
            endcase
        end 
        else begin
            case(digit_pos)
                2'b00: disp_seg_o = get_segment(minutes / 6'd10);   
                2'b01: disp_seg_o = get_segment(minutes % 6'd10);   
                2'b10: disp_seg_o = get_segment(seconds / 6'd10);   
                2'b11: disp_seg_o = get_segment(seconds % 6'd10);   
                default: disp_seg_o = 7'b1111111;
            endcase
        end
    end
    function [6:0] get_segment;
        input [3:0] digit;
        case(digit)
            4'd0: get_segment = 7'b1000000;   
            4'd1: get_segment = 7'b1111001;   
            4'd2: get_segment = 7'b0100100;   
            4'd3: get_segment = 7'b0110000;   
            4'd4: get_segment = 7'b0011001;   
            4'd5: get_segment = 7'b0010010;   
            4'd6: get_segment = 7'b0000010;   
            4'd7: get_segment = 7'b1111000;   
            4'd8: get_segment = 7'b0000000;   
            4'd9: get_segment = 7'b0010000;   
            default: get_segment = 7'b1111111;   
        endcase
    endfunction
endmodule
[run.sh]
#!/bin/bash
# OpenROAD 26Q1-2900-gdf79404cd8, Yosys 0.63+post, stock flow scripts
make -C /OpenROAD-flow-scripts/flow DESIGN_CONFIG=/design/flow/config.mk WORK_HOME=/design/flow/orfs finish
[constraint.sdc]
current_design timer_clock

set clk_period 6.4
set clk_io_pct 0.2

create_clock -name clk0 -period $clk_period [get_ports {clk}]
create_clock -name clk1 -period $clk_period [get_ports {set_buttons}]
create_clock -name clk2 -period $clk_period [get_ports {set_time_mode}]

set non_clock_inputs [all_inputs -no_clocks]
set_input_delay [expr $clk_period * $clk_io_pct] -clock clk0 $non_clock_inputs
set_output_delay [expr $clk_period * $clk_io_pct] -clock clk0 [all_outputs]
[config.mk]
export PLATFORM = sky130hd
export DESIGN_NAME = timer_clock
export DESIGN_NICKNAME = timer_clock
export VERILOG_FILES = /design/flow/design.v
export SDC_FILE = /design/flow/constraint.sdc
export NUM_CORES = 4
export LEC_CHECK = 1
export CORE_UTILIZATION = 40
==> results.txt <==
Die H: 116 um
Slew Viols, Final: 0
Final Setup Violations: 0
crit path max-delay cell type: a221oi_2
Init Core Util: 41.1%
synth unique cells: 69
Placed Area: 0.00547 sq mm
number of synthesized register bits: 77
Syn-to-layout area delta: 17.8%
row count: 41
critical path cell sequence: inv_1 -> ha_1 -> nor4bb_1 -> o21ai_0 -> nand3_1 -> inv_1 -> ha_1 -> nor2_1 -> a221oi_2 -> and4bb_2 -> a221oi_1 -> a31oi_1 -> clkdlybuf4s50_1
synthesized area: 0.00520 sq mm
global route total overflow: 0
worst hold slack: -0.296 ns
vias in the first global route: 4261
cell area after layout: 0.00613 sq mm
Routed Antenna Nets: 0
power density over cell area: 405 mW/mm^2
relative slew slack: 49.7%
final wirelength: 10.5 mm
Worst Path Required: 5.12 ns
Cell Count, Final, Fillers Out: 783
nature of the critical path endpoint: output port
yosys stat chip area: 0.00520 sq mm
routed vias/inst: 5.37
DRT Pass-1 Iters: 4
drt drc: 0
setup TNS: 0 ns
Tot GR Track Use: 17.4%
Antenna Cells: 0
Final Hold Vio Count: 3
postcts setup bufs: 0
outcome: finished, violations left
endpoints left unconstrained: 1
cell taking the most area after synthesis: dfrtp_1
CP Max Fanout: 12
Crit Path Category: reg -> out
Worst Tran Pin Value: 0.754 ns
initial antenna violation count: 0
DR vias: 4208
main flop type: dfrtp_1
cts repair resizes: 0
GR Util met1: 26.6%
tool warnings: 109
Dominant cell area share: 35.6%
slowest stage delay, CP: 0.66 ns
Leakage: 2.72 nW
die area: 0.0135 sq mm
asr flop ratio synth: 100%
layout cell share with drive strength beyond 1: 9.98%
Peak VDD IR: 0.153 mV
DP HPWL: 7.28 mm
grt peak-use layer: met1
number of enable flip-flop cells: 0
placed cells: 752
GP Congestion: 0.836
register pins left without a clock: 1
yosys warns: 1
largest net degree at the start of global routing: 45
clock slew at reported path FFs: 0.06 ns
DRT iter0 DRCs: 221
Avg WL per Cell: 13.4 um
Max Cap Violations: 0
Synth Seq Share: 37.1%
failing checks: negative hold slack
first-pass GRT wire length: 18.6 mm
dominant cells by area after synthesis: dfrtp_1 36%, ha_1 9.6%, nand2_1 4.3%
count leader, synth: dfrtp_1
met3 usage: 4.00%
Final Skew: 0.00780 ns
grt met2 use: 24.6%
CP Launch Type: flop
core area: 0.0127 sq mm
die width: 116 um
worst hold path type: clk -> reg
Mapped Cells: 585
TritonCTS clock tree: built
top cells by count: 74 x dfrtp_1, 60 x nand2_1, 56 x nor2_1
arrival time at the worst endpoint: 4.46 ns
port bufs: 13
RSZ-0062 raised after global routing: false
Mean Syn Cell Area: 8.90 sq um
fill count: 1133
ys cells: 585
hold_buf cts: 0
boundary pin count: 21
## report_power, final
| part | internal (mW) | switching (mW) | leakage, nW |
|---|---|---|---|
| Sequential | 0.532 | 0.121 | 1.02 |
| Clock | 0.488 | 0.209 | 0.404 |
| Combinational | 0.442 | 0.691 | 1.30 |
## final timing paths
kind | depth (start not counted) | to | start | slack (ns)
worst max-delay path | 13 | disp_seg_o[3] | minutes[3]$_DFFE_PN0P_ | 0.66
worst min-delay path | 0 | button_3_current$_DFF_PN0_ | set_buttons[3] | -0.30
worst max register to register | 10 | minutes[0]$_DFFE_PN0P_ | seconds[3]$_DFFE_PN0P_ | 3.58
worst min register to register | 2 | led_state$_DFF_PN0_ | paused$_DFF_PN0_ | 0.32
max in group asynchronous | 2 | paused$_DFF_PN0_ | rst | 4.28
max in group clk2 | 1 | setting_mode$_DFF_PN0_ | setting_mode$_DFF_PN0_ | 5.67
max in group clk1 | 1 | paused$_DFF_PN0_ | paused$_DFF_PN0_ | 5.84
min in group clk1 | 1 | paused$_DFF_PN0_ | paused$_DFF_PN0_ | 0.49
min in group clk2 | 1 | setting_mode$_DFF_PN0_ | setting_mode$_DFF_PN0_ | 0.62
min in group asynchronous | 1 | digit_clk_count[0]$_DFF_PN0_ | rst | 0.94
## sequential cells by signal, indices dropped and copies added (netlist names)
signal / cells
button_2_last: 1
setting_mode: 1
clk_count: 32
seconds: 6
digit_clk_count: 16
paused: 1
disp_an_o: 4
button_3_last: 1
digit_pos: 2
button_3_current: 1
minutes: 6
digit_clk_enable: 1
button_1_current: 1
led_state: 1
power_on: 1
button_2_current: 1
enable_count: 1
## layer usage
layer,wire [um],up-vias
met4,189,0
met2,4650,71
met3,345,18
li1,-,2106
met5,0,-
met1,5290,2013
## stage by stage
stage               util, %  hold slack (ns)  power (mW)  setup slack [ns]
finish                 48.4           -0.296        2.48             0.661
global route           48.4           -0.313        2.72             0.365
CTS                    48.4           -0.308        2.51             0.698
detailed placement     43.2           0.0314        1.81              1.08
global placement       43.2           0.0314        1.79              1.15
floorplan                 -           0.0314        1.62              2.11
## cell type report
class	count	area (sq um)	share of cell area, %
clock buffers	26	554	9.04
clock inverters	5	104	1.69
inverters	33	124	2.02
flip-flops and latches	77	1930	31.5
multi-input cells	454	3050	49.8
well taps	172	215	3.51
repair buffers	16	150	2.45
## critical path: cells and delay by family, from the launching register on
family / cells / cell delay (ns)
buffers and inverters: 3 / 0.71
AND/OR/NAND/NOR: 4 / 0.90
adder cells (fa/ha/maj): 2 / 0.75
flip-flops: 1 / 0.58
AND-OR/OR-AND: 4 / 1.17
## logic make-up (layout without fill, tap and decap cells)
logic type | Yosys count | count (layout) | share of synthesized area [%]
buf+inv | 54 | 80 | 4.38
simple gates | 231 | 231 | 22.5
mux | 11 | 11 | 2.21
xor+xnor | 43 | 43 | 7.24
compound gates | 129 | 129 | 17.0
flops | 77 | 77 | 37.1
fa+ha+maj | 40 | 40 | 9.62
## cell usage in the layout (no fill, tap or decap), types with 4 or more instances in the layout
master	count
nor2b_1	6
clkbuf_1	4
o21ai_0	32
and2_1	7
mux2_2	4
o21ai_1	7
nand2_1	60
ha_1	40
o31ai_1	6
buf_4	4
clkdlybuf4s50_1	12
o211ai_1	8
a21o_1	4
nand2b_1	7
inv_1	33
nor4_1	4
dfrtp_1	74
nor3_1	15
nand3_1	30
nor2_1	56
a31oi_1	8
xnor2_1	25
nand4_1	7
xor2_1	18
mux2i_1	7
clkbuf_16	21
a21oi_1	22
and3_1	11
Power is estimated from default activity; no workload was simulated.
